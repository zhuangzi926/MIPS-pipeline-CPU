File: flow/run.sh
#!/bin/bash
# OpenROAD 26Q1-2900-gdf79404cd8, Yosys 0.63+post, stock flow scripts
make -C /OpenROAD-flow-scripts/flow DESIGN_CONFIG=/design/flow/config.mk WORK_HOME=/design/flow/orfs finish
File: flow/config.mk
export PLATFORM = sky130hd
export DESIGN_NAME = pipe_alu
export DESIGN_NICKNAME = pipe_alu
export VERILOG_FILES = /design/flow/design.v
export SDC_FILE = /design/flow/constraint.sdc
export NUM_CORES = 4
export LEC_CHECK = 1
export CORE_UTILIZATION = 50
File: flow/constraint.sdc
current_design pipe_alu

set clk_period 23.0
set clk_io_pct 0.2

create_clock -name clk0 -period $clk_period

set non_clock_inputs [all_inputs -no_clocks]
set_input_delay [expr $clk_period * $clk_io_pct] -clock clk0 $non_clock_inputs
set_output_delay [expr $clk_period * $clk_io_pct] -clock clk0 [all_outputs]
File: flow/design.v
module pipe_alu(AluResult,Zero,DataIn1,DataIn2,AluCtrl,offset,bne);
	input  [31:0] 		DataIn1;		 
	input  [31:0]		DataIn2;		 
	input  [4:0]		AluCtrl;		 
	input  [5:0]		offset;
	input				bne;
	output reg[31:0]		AluResult;		 
	output reg				Zero;			 
	reg signed [31:0] sDataIn1;
	reg signed [31:0] sDataIn2;
	reg signed [31:0] sAluResult;
	initial								 
	begin
		Zero = 0;
		AluResult = 0;
		sDataIn1=32'b0;
		sDataIn2=32'b0;
		sAluResult=32'b0;
	end	
	always@(DataIn1 or DataIn2 or AluCtrl)
	begin
		case ( AluCtrl )
			5'b00001:
				begin
					AluResult=DataIn1+DataIn2;	 
				end
			5'b00011:
				begin
					AluResult=DataIn1-DataIn2;	 
				end
			5'b00110:
				begin
					AluResult=DataIn1|DataIn2;	 
				end
			5'b00101:
				begin
					AluResult=DataIn1&DataIn2;
				end
			5'b01000:
				begin
					AluResult=DataIn1^DataIn2;
				end
			5'b10001:
				begin
					AluResult=DataIn2<<offset;
				end
			5'b10010:
				begin
					AluResult=DataIn2>>offset;
				end
			5'b00010:
				begin
					sDataIn1=DataIn1;
					sDataIn2=DataIn2;
					sAluResult=sDataIn1+sDataIn2;
					AluResult=sAluResult;
				end
			5'b00100:
				begin
					sDataIn1=DataIn1;
					sDataIn2=DataIn2;
					sAluResult=sDataIn1-sDataIn2;
					AluResult=sAluResult;
				end
			5'b01001:
				begin
					sDataIn1=DataIn1;
					sDataIn2=DataIn2;
					sAluResult=sDataIn1-sDataIn2;
					if(sAluResult<0)
						AluResult=1;
					else
						AluResult=0;
				end
         		default:   ;
      		endcase
		if(AluResult==0)
			Zero=1;
		else
			Zero=0;
		if(bne==1)
			Zero=~Zero;
	end
endmodule
==> out/metrics.cfg <==
[status]
outcome=finished clean

[floorplanning]
io_pins=109
die-area_mm2=0.02668
die_w_um=163.3
fp.dieH_um=163.3
coreArea_mm2=0.02533
fp_util_pct=51.38
rows=58

[critical_path]
start_kind=input pin
crit_slowest_cell=clkdlybuf4s50_1
crit_family=simple AND/OR/NAND/NOR gates
cp_max_fo=15
crit_type=input pin to primary output
worstPathArrival_ns=10.89
crit_required_ns=18.40
critPathMaxStageDelay_ns=0.60
crit_path_cell_trace=clkdlybuf4s50_1 > nor3_1 > nand2_1 > nand2_1 > o21ai_0 > fa_1 > nand2b_1 > a21oi_1 > o21ai_0 > o2111ai_1 > o2111ai_1 > or4_1 > or4b_1 > nor4_2 > nand4b_1 > nor4b_2 > nand4bb_1 > xnor2_1 > clkdlybuf4s50_1
cp-end-kind=primary output
cp-startpoint=AluCtrl[2]
path_buffers=2

[clock_tree]
cts_hold_buf=0
post_cts_resize_count=0
cts_setup_buffers=0

[sta]
rsz0062_at_grt=no
slew_violations=0
unclocked_regs=32
finalCritPeriodShare_pct=67.35
setup_tns_ns=0
untimed_endpoints=64
timing_hold_violations_final=0
fmax_mhz=64.56
relSlewSlack_pct=27.10
worstMarginPinSlew_ns=1.084
setup_viol=0
fin_crit_ns=15.49

[min_path]
hold_path_depth=3
hold_path_end=Zero
hp-start=bne
hold_class=input pin to primary output

[finish]
fin_util_pct=56.05
drive_above_1_share_pct=8.841
area_delta_synth_final_pct=9.086
final_cells=2189
largest_reg_flops=32

[global_route]
grt_pass1_wl_mm=92.40
grt_max_degree=54
grt_pass1_vias=14430
grt.total_usage_pct=48.09
antenna_found_initial=5
overflow=0

[detailed_routing]
drc=0
firstDrtPassIters=8
vias=15880
routedWlPerCell_um=28.94
drt-initial-drc-count=2031
drt.antenna.violating_nets=0
vias_per_cell=7.252
drt_wl_total_mm=63.34

[logic_synthesis]
yosys_cells=1841
async_reset_ff_share_pct=0
ys_ff=32
synth_area_per_cell_um2=7.069
synth_area_mm2=0.01301
ys_area_mm2=0.01301
ys.flop_type=dlxtn_1
yosysWarnings=1
synth-edff-count=0
syn_inst=1841
yosysUniqueCellTypes=97

[pwr]
ir_drop_v=0.00001901
internal_power_mw=0.1665
swShare_pct=58.69
leakage_nw=5.723
cellPowerDensity_mw_per_mm2=28.39
power_switching_mw=0.2365

[flow_run]
max_cap_viol_count=0
tool_warnings=96

[placement]
place_inst=2185
io_buffer_count=109
hpwl_mm=48.98
gp_congestion=1.105

## metal layers
metal	routed length [um]	GRT usage, %	up-vias
met5	13	3.030	-
met1	24420	64.18	7366
met3	9988	20.15	273
met4	3635	22.01	2
li1	-	-	6989
met2	25280	66.85	1245
## kinds of logic (layout without fill, tap and decap cells)
kind of cell	count (synthesis)	after routing	synth area share, %
adders and majority gates	129	129	12.58
other	0	4	0
and+or+nand+nor	573	573	22.18
muxes	145	145	14.92
AOI/OAI and AO/OA	627	627	32.79
buffers and inverters	260	274	8.797
xor gates and xnor gates	75	75	5.048
latches	32	32	3.692
## stage by stage
stage | power (mW) | setup slack, ns | hold slack, ns | cell area, um2
after floorplan | 0.2563 | 9.426 | 9.231 | 13010
after global placement | 0.3842 | 7.724 | 10.13 | 14190
after detailed placement | 0.3849 | 7.692 | 10.13 | 14190
after CTS | 0.3868 | 7.686 | 10.13 | 14190
after global routing | 0.4271 | 7.051 | 10.17 | 14190
final | 0.4030 | 7.510 | 10.12 | 14200
## cells in the final DEF (no fill, tap or decap), drive strengths merged, types with 9 or more instances in the layout
cell type,instances
a21o,33
a2111oi,10
dlxtn,32
nand3,46
o22ai,18
nor4,26
a211oi,37
mux4,36
a221oi,33
o21ai,104
inv,113
xnor2,64
buf,52
and2,19
o21a,16
nand2,162
nor2b,19
or2,15
mux2i,79
o31ai,22
ha,126
o211ai,40
clkdlybuf4s50,105
o21bai,12
o2111ai,15
o221ai,15
xor2,11
nor2,121
mux2,30
or3,14
nor3b,10
nand2b,14
nor3,63
a31oi,22
a21oi,152
a22oi,9
nand4,18
## how the worst max path moves through the flow
stage,end,slack [ns],cells after the start
finish,Zero,7.51,19
CTS,Zero,7.69,20
global route,Zero,7.05,20
## area by class of cell
| type | instances | area (um2) |
|---|---|---|
| sequential | 32 | 480.5 |
| timing repair buffer | 157 | 1436 |
| tap | 330 | 412.9 |
| fill | 2403 | 11130 |
| antenna | 4 | 10.01 |
| multi-input combinational | 1549 | 11420 |
| inverter | 117 | 439.2 |
## synth_stat cells, drive strengths merged (8+ instances only)
cell | number | area share [%]
a2111oi | 10 | 0.68
a211oi | 37 | 2.1
a21o | 33 | 1.9
a21oi | 152 | 5.8
a221oi | 33 | 2.3
a22oi | 9 | 0.52
a31oi | 22 | 1.1
and2 | 19 | 0.92
buf | 54 | 2.7
clkbuf | 89 | 2.7
dlxtn | 32 | 3.7
ha | 126 | 12
inv | 114 | 3.3
mux2 | 30 | 2.6
mux2i | 79 | 6.1
mux4 | 36 | 6.2
nand2 | 162 | 4.7
nand2b | 14 | 0.67
nand3 | 46 | 1.8
nand4 | 18 | 0.87
nor2 | 121 | 3.5
nor2b | 19 | 0.91
nor3 | 63 | 2.4
nor3b | 10 | 0.62
nor4 | 26 | 1.4
nor4b | 8 | 0.59
o2111ai | 15 | 1.0
o211ai | 40 | 2.3
o21a | 16 | 0.92
o21ai | 104 | 4.0
o21bai | 12 | 0.69
o221ai | 15 | 1.0
o22ai | 18 | 0.87
o31ai | 22 | 1.3
or2 | 15 | 0.72
or3 | 14 | 0.67
xnor2 | 64 | 4.3
xor2 | 11 | 0.74
No activity file was given, so power comes from the tool's default toggle rates.
